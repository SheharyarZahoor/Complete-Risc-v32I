$ cat design/flow/design.v
`timescale 1ns/1ns
module ImmediateGenerator (ImGen_input, type, type2,type3, ImGen_output);
    input [19:0] ImGen_input;
    output reg [31:0] ImGen_output;
    input type, type2, type3;
always @(*) 
begin 
if (type3 ==0)
begin
    if (type2 == 0) 
    begin
        if (type == 0) 
        begin
            ImGen_output[31:11] = {21{ImGen_input[11]}};
            ImGen_output[11:0] = ImGen_input[11:0];
        end
        else if(type == 1)
        begin
            ImGen_output[31:5] = {28{ImGen_input[4]}};
            ImGen_output[4:0] = ImGen_input[4:0];
        end
    end
    else if (type2 == 1)
    begin
            if (type == 0) 
            begin
            ImGen_output[31:13] = {19{ImGen_input[11]}};
            ImGen_output[12:1] = ImGen_input[11:0];
            ImGen_output[0] = 1'b0;
            end
            if (type == 1)
            begin
            ImGen_output[31:21] = {11{ImGen_input[19]}};
            ImGen_output[20:1] = ImGen_input[19:0];
            ImGen_output[0] = 1'b0;            
            end
    end
end    
else
begin
ImGen_output[31:12] = ImGen_input;
ImGen_output[11:0] = 12'd0; 
end
end
endmodule
$ cat design/flow/run.sh
#!/bin/bash
# OpenROAD 26Q1-2900-gdf79404cd8, Yosys 0.63+post, stock flow scripts
make -C /OpenROAD-flow-scripts/flow DESIGN_CONFIG=/design/flow/config.mk WORK_HOME=/design/flow/orfs finish
$ cat design/flow/config.mk
export PLATFORM = sky130hd
export DESIGN_NAME = ImmediateGenerator
export DESIGN_NICKNAME = ImmediateGenerator
export VERILOG_FILES = /design/flow/design.v
export SDC_FILE = /design/flow/constraint.sdc
export NUM_CORES = 4
export LEC_CHECK = 1
export CORE_AREA = 10 10 96 96
export DIE_AREA = 0 0 106 106
$ cat design/flow/constraint.sdc
current_design ImmediateGenerator

set clk_period 2.2
set clk_io_pct 0.2

create_clock -name clk0 -period $clk_period

set non_clock_inputs [all_inputs -no_clocks]
set_input_delay [expr $clk_period * $clk_io_pct] -clock clk0 $non_clock_inputs
set_output_delay [expr $clk_period * $clk_io_pct] -clock clk0 [all_outputs]
==> notes.md <==
Outcome
• finished, final reports clean — run status

Final layout
• 32 — max reg flops
• 27.9% — utilization of the core after routing
• 89.6% — area added between synthesis and finish
• 22.5% — share of layout cells above drive strength 1

Critical path
• 6 — stages on the worst setup path
• 1760 ps — Worst EP required
• buf_4, and2_4, o21ai_4, nand3_1, dlxtn_1, clkdlybuf4s50_1 — CP Cell Sequence
• 400 ps — Critical Path Max Stage Delay
• ImGen_input[4] — critical path launch point
• in2out — type of the worst setup path
• 1740 ps — Worst Path Arrival
• sky130_fd_sc_hd__clkdlybuf4s50_1 — worst-path cell with the longest stage delay
• ImGen_output[17] — last element of the critical path
• 7 — Worst Path Max Fanout
• 2 — number of buffers and inverters on the critical path
• primary input — type of origin of the critical path
• buffers and inverters — largest delay contributor family on the critical path
• output port — kind of end point of the critical path

GRT
• 0 — number of antenna violations at the first check in global routing
• 1181 — via count of the first global-routing pass
• 0 — GRT overflow
• 6070 um — wire length of the first global-routing pass
• 6.64% — global router's overall resource usage
• 38 — pin count of the biggest net entering global routing

Synth
• 8.05 um^2 — Mean Syn Cell Area
• 132 — Gate Count Post-Synth
• sky130_fd_sc_hd__dlxtn_1 (45%), sky130_fd_sc_hd__a21o_1 (8.5%), sky130_fd_sc_hd__nor2b_1 (8.2%) — top area cells in the synthesized netlist
• 0.00106 mm^2 — cell area after synthesis
• sky130_fd_sc_hd__dlxtn_1 — cell type with the largest total area after synthesis
• 1 — Yosys warning count
• sky130_fd_sc_hd__dlxtn_1 — commonest register cell after synthesis
• 0.00106 mm^2 — chip area line of the yosys report
• 22 — Distinct lib cells used
• 32 — flop and latch count out of synthesis
• sky130_fd_sc_hd__dlxtn_1 — most frequently used cell type in the post-synthesis netlist
• sky130_fd_sc_hd__dlxtn_1 (32), sky130_fd_sc_hd__nor2b_1 (14), sky130_fd_sc_hd__a21o_1 (12), sky130_fd_sc_hd__nor3_1 (12) — top cells by instance count after synthesis
• 0% — share of synthesized registers carrying an async set or reset
• 45.2% — Top cell area share
• 0 — number of enable-type register cells in the synthesized netlist
• 132 — count of instantiated cells in the yosys netlist

Power
• 20.1% — sequential power share
• 35.4% — Sw Share
• 79.9% — combinational fraction of design power
• 0.0741 mV — worst ir drop on vdd
• 150 mW/mm^2 — power per standard cell area
• 0.000195 W — cell internal power dissipation
• 0.000301 W — Total Power
• 0.000107 W — Net Switching
• 1.04 nW — leakage component of the power
• 0% — part of the power in the clock network

CTS
• 0 — number of buffers inserted by hold repair at cts
• 0 — post-CTS setup buffer count

Detailed routing
• met3 — top routing layer in use
• 1062 — number of vias after detailed routing
• 0 — number of DRC violations after detailed routing
• 0 — count of antenna-violating nets left after detailed routing
• 3.40 — via density per instance
• 39 — number of design-rule violations left by the first detailed-router iteration
• 4 — first drt pass iteration count
• 0 — Antenna Cells
• 12.1 um — average wire per cell in the routed design
• 1830 um — wire length on met2
• 3790 um — DRT Wirelength
• 1630 um — routed length on met1
• 328 um — routed length on met3

Placed design
• -1540 ps — post-placement worst setup slack
• 0.763 — final weighted congestion in routability-driven placement
• 2820 um — estimated wirelength of the detail-placed design
• 55 — PortBufs

Timing
• true — setup repair after global routing missed its margin
• 2180 ps — shortest clock period the worst path allows after layout
• 32 — register pins left without a clock
• 32 — endpoints left unconstrained
• 0 — number of pins exceeding their max-slew limit in the final report
• 0 ps — Total Neg Setup Slack
• 0 — final setup violating endpoints
• 16.2 ps — min setup slack post-route
• 0 — final hold viol count
• 99.3% — final clock period utilization by the worst path
• 458 MHz — Max Freq

Floorplan
• 0.00721 mm^2 — placeable core area
• 14.7% — share of the core filled by cells before placement
• 106 um — chip height
• 31 — total number of placement rows
• 55 — I/O pins
• 106 um — die width
• 0.0112 mm^2 — area of the die

Run
• 34 — tool warnings
• 0 — MaxCap Viol Count

[cell families after synthesis]
kind of cell | Yosys count | share of synthesized area (%)
AND/OR/NAND/NOR | 57 | 28.4
buffers and inverters | 11 | 5.30
multiplexers | 4 | 3.77
other | 1 | 0.353
latches | 32 | 45.2
AND-OR/OR-AND | 27 | 17.0
[metal layers]
metal  GRT usage (%)  vias to the layer above
li1                -                      576
met1            8.16                      455
met2            11.8                       31
met3            2.08                        0
met4               0                        0
met5               0                        -
[timing repair]
item | in CTS | in global routing
gates cloned | 5 | 1
pin swaps | 15 | 4
gates resized | 150 | 12
setup endpoints to repair | 32 | 20
[through the flow]
step	instances	instance area [um^2]
floorplan	163	1180
CTS	311	1950
global route	312	2010
finish	312	2010
detailed placement	308	1810
global placement	308	1810
[layout by cell type, fill, tap and decap left out, types with 6 or more instances in the layout]
cell,Yosys,final
sky130_fd_sc_hd__clkdlybuf4s50_1,0,9
sky130_fd_sc_hd__conb_1,1,32
sky130_fd_sc_hd__nand2_1,10,9
sky130_fd_sc_hd__dlygate4sd2_1,0,17
sky130_fd_sc_hd__nor3_1,12,12
sky130_fd_sc_hd__a21o_1,12,12
sky130_fd_sc_hd__and2_1,7,6
sky130_fd_sc_hd__nor2b_1,14,10
sky130_fd_sc_hd__buf_2,3,14
sky130_fd_sc_hd__dlxtn_1,32,29
[power by group through the flow]
stage	sequential, W	combinational, W	clock [W]
6_report	0.0000605	0.000241	0
5_1_grt	0.0000633	0.000271	0
4_1_cts	0.0000606	0.000235	0
[final cells by class]
type	count	area, um^2
Timing Repair Buffer	59	632
Sequential cell	32	484
Fill cell	768	5200
Multi-Input combinational cell	122	774
Tap cell	99	124
Power and IR drop assume default switching activity.
