File: design/flow/run.sh
#!/bin/bash
# OpenROAD 26Q1-2900-gdf79404cd8, Yosys 0.63+post, stock flow scripts
make -C /OpenROAD-flow-scripts/flow DESIGN_CONFIG=/design/flow/config.mk WORK_HOME=/design/flow/orfs finish
File: design/flow/config.mk
export PLATFORM = sky130hd
export DESIGN_NAME = RegisterFile
export DESIGN_NICKNAME = RegisterFile
export VERILOG_FILES = /design/flow/design.v
export SDC_FILE = /design/flow/constraint.sdc
export NUM_CORES = 4
export LEC_CHECK = 1
export CORE_UTILIZATION = 30
File: design/flow/constraint.sdc
current_design RegisterFile

set clk_period 5.1
set clk_io_pct 0.2

create_clock -name clk0 -period $clk_period [get_ports {clk}]

set non_clock_inputs [all_inputs -no_clocks]
set_input_delay [expr $clk_period * $clk_io_pct] -clock clk0 $non_clock_inputs
set_output_delay [expr $clk_period * $clk_io_pct] -clock clk0 [all_outputs]
File: design/flow/design.v
`timescale 1ns/1ns
module RegisterFile(rs1,rs2,clk, Reg_rs1, Reg_rs2, RegWEn, rd, alu, Reg_4);
    input clk;
    input [31:0] alu;
    input  [4:0] rs1, rs2, rd;
    input RegWEn;
    output reg [31:0] Reg_rs1, Reg_rs2, Reg_4;
    reg [31:0] regfile [31:0];  
          initial begin
                 Reg_rs1 = 0;
                 Reg_rs2 = 0;
                 regfile[0]  = 32'h0000_0000;
                 regfile[1]  = 32'h0000_0000;
                 regfile[2]  = 32'h0000_0000;
                 regfile[3]  = 32'h0000_0000;
                 regfile[4]  = 32'h0000_0000;
                 regfile[5]  = 32'h0000_0000;
                 regfile[6]  = 32'h0000_0000;
                 regfile[7]  = 32'h0000_0000;
                 regfile[8]  = 32'h0000_0000;
                 regfile[9]  = 32'h0000_0000;
                 regfile[10] = 32'h0000_0000;
                 regfile[11] = 32'h0000_0000;
                 regfile[12] = 32'h0000_0000;
                 regfile[13] = 32'h0000_0000;
                 regfile[14] = 32'h0000_0000;
                 regfile[15] = 32'h0000_0000;
                 regfile[16] = 32'h0000_0000;
                 regfile[17] = 32'h0000_0000;
                 regfile[18] = 32'h0000_0000;
                 regfile[19] = 32'h0000_0000;
                 regfile[20] = 32'h0000_0000;
                 regfile[21] = 32'h0000_0000;
                 regfile[22] = 32'h0000_0000;
                 regfile[23] = 32'h0000_0000;
                 regfile[24] = 32'h0000_0000;
                 regfile[25] = 32'h0000_0000;
                 regfile[26] = 32'h0000_0000;
                 regfile[27] = 32'h0000_0000;
                 regfile[28] = 32'h0000_0000;
                 regfile[29] = 32'h0000_0000;
                 regfile[30] = 32'h0000_0000;
                 regfile[31] = 32'h0000_0000;
            end
    always @(posedge clk)
    begin
        if (RegWEn)
            regfile[rd] = alu;                     
    end
    always @(*)
    begin
    Reg_rs2 = regfile[rs2];    
    Reg_rs1 = regfile[rs1];
    Reg_4 = regfile[4];
    end
endmodule
==> Slide: Implementation Results <==
Implementation Results

Final timing
  • Final Hold Viols: 0
  • Max_slew headroom: 40.2%
  • RSZ-0062 raised after global routing: false
  • Final tally of max-slew violations: 0
  • Fin crit share: a little over nine tenths
  • Actual slew at the worst max-slew pin: around 0.9 ns
  • Setup violators final: 0
  • Total Neg Setup Slack: 0 ns
  • Min cycle time layout: about 5.0 ns
  • Max Fclk: 201 MHz

Detailed routing
  • Routed WL per cell: around 27 µm
  • Routed vias/inst: approximately 5.3
  • Vias: 31.0k
  • Drt pass-1 iters: 5
  • DR iter-0 viols: about 2.2k
  • Post-route ant nets: 0
  • DRC viols: 0
  • Final wirelength: ~150 mm

Power
  • Switch share: between 20% and 30%
  • PD cells: between 300 and 400 nW/µm²
  • Leak: between 20 and 25 nW
  • Power share of the clock group: about two fifths
  • Overall power: around 19 mW
  • Gate power share: 9.7%
  • Pint: ~14 mW
  • Maximum vdd drop: 253 µV
  • Sw power: 4.50 mW
  • Power share of the sequential group: between 40% and 50%

Floorplanning
  • Num ports: roughly 150
  • Initial Util: roughly 30%
  • Chip area: roughly 160,000 µm²
  • Die X: roughly 410 µm
  • Die Height: roughly 400 µm
  • Placement row count: between 100 and 150
  • Core area: around 160,000 µm²

Synth
  • Syn. warnings: 1
  • Synthesized area per cell: between 10 and 15 µm²
  • Post-Syn Area: between 40,000 and 50,000 µm²
  • Chip Area, Yosys: roughly 50,000 µm²
  • Yosys Instances: roughly 3.4k
  • #FFs+latches synth: slightly above 1k
  • Synth Instances: roughly 3.4k
  • Register share after synthesis: 63.0%
  • Cell variety after synth: 23

Critical path
  • WS Path Type: in2out
  • Crit path launch type: input port
  • CP Cell Sequence: clkdlybuf4s50_1, and2_4, buf_12, a22o_1, nor3_1, a31oi_1, nand3_1, clkdlybuf4s50_1
  • CP peak stage delay: between 0.7 and 0.8 ns
  • Worst path required time: about 4 ns
  • Slowest cell on the critical path: clkdlybuf4s50_1
  • Crit-path most repeated cell: clkdlybuf4s50_1
  • Worst-path fanout max: 39
  • CP Capture Type: output port
  • CP arrival: between 3 and 4 ns

Finish
  • Layout Cell Area excl Fill: 57,400 µm²
  • Ratio of cells with drive above 1 in the final layout: 11.1%
  • Area growth syn-to-layout: 17.7%
  • Fin util: between 30 and 40%
  • Max reg flops: approximately 1.0k
  • Logic area: approximately 17,000 µm²
  • Storage cell area: 30,700 µm²
  • Layout filler cell count: about 15k

CTS
  • CTS Hold Bufs: 0
  • CTS Buf Count: a little over 100
  • H-tree depth: 3
  • Worst-path clk slew: about 0.07 ns
  • CTS Buffer Depth: 3
  • Root Buffer: clkbuf_16
  • Post-cts sizing count: 0
  • CTS tree: yes
  • Clk sinks: around 1.0k
  • # Post-CTS Setup Buffers: 0

Global routing
  • GRT overflow: 0
  • Vias in the first global route: 31.8k
  • Global-route wire length before repair: between 200 and 250 mm
  • Initial antenna violation count: 6
  • Largest net degree at the start of global routing: roughly 60
  • GRT Total Usage: approximately 20%

Job
  • Max-Cap Viols: 0
  • OpenROAD warning count: 26

Placement
  • Detailed Place HPWL: between 90 and 100 mm
  • RePlAce Congestion: roughly 0.90
  • Post-Place Cell Area: 54,000 µm²
  • Port bufs: 144

Run status
  • Status: completed

Min path
  • Worst hold-check path type: in2reg
==> placed cells by master (no fill, tap or decap), drive strengths merged, types with 10 or more instances in the layout <==
master and instances:
a21oi 192, a22o 128, a22oi 192, a31oi 64
buf 201, bufinv 10, clkbuf 121, clkdlybuf4s50 142
clkinv 44, clkinvlp 10, edfxtp 1024, mux2i 1024
nand2 195, nand3 194, nor2 35, nor3 64
==> synth_stat cells <==
| master | instances | area share (%) |
|---|---|---|
| nand2b_1 | 4 | 0.051 |
| a31oi_1 | 64 | 0.82 |
| nor3_1 | 64 | 0.66 |
| or2_2 | 2 | 0.026 |
| clkbuf_4 | 4 | 0.062 |
| a22oi_1 | 192 | 3.0 |
| clkbuf_1 | 83 | 0.64 |
| buf_6 | 45 | 1.0 |
| and2_1 | 2 | 0.026 |
| nor2_1 | 35 | 0.27 |
| edfxtp_1 | 1024 | 63 |
| buf_4 | 47 | 0.72 |
| or3b_2 | 3 | 0.054 |
| a22o_1 | 128 | 2.3 |
| buf_1 | 4 | 0.031 |
| nand3_1 | 194 | 2.0 |
| nand3b_1 | 5 | 0.077 |
| buf_2 | 70 | 0.72 |
| mux2i_1 | 1024 | 21 |
| a21oi_1 | 192 | 2.0 |
| or3_1 | 1 | 0.013 |
| nor2b_1 | 4 | 0.051 |
| nand2_1 | 195 | 1.5 |
==> power groups by stage <==
stage / registers, mW / clock network [mW] / logic (mW)
4_1_cts: 9.41 / 7.74 / 1.83
5_1_grt: 9.41 / 8.03 / 1.95
6_report: 9.41 / 7.61 / 1.83
==> worst max-delay path: cells and delay by family <==
family	cells	cell delay, ns
buf+inv	3	1.52
simple gates	3	0.74
compound gates	2	0.61
==> stage by stage <==
stage               setup slack, ns  instances  hold WS [ns]
floorplan                      1.65       3386          1.12
global placement              0.142       5636          1.85
detailed placement            0.164       5636          1.86
CTS                           0.148       5828          1.09
global route               0.000577       5828          1.14
finish                        0.129       5829          1.12
==> path summary, 6_finish.rpt <==
kind / endpoint / cells after the start / start
worst min-delay path: regfile[26][4] / 2 / alu[4]
worst max-delay path: Reg_rs2[8] / 8 / rs2[2]
==> cell type report <==
type,instances,share of cell area (%)
Sequential cell,1024,53.5
Multi-Input combinational cell,2109,29.2
Timing Repair Buffer,343,6.63
Tap cell,2160,4.71
Clock buffer,121,4.61
Clock inverter,71,1.29
Antenna cell,1,0.00436
==> per-layer routing <==
| metal | track usage [%] | wire length [µm] | vias to the layer above | part of all wire [%] |
|---|---|---|---|---|
| li1 | - | - | 13800 | - |
| met2 | 30.1 | 72000 | 1586 | 47 |
| met5 | 0.0595 | 62 | - | 0.040 |
| met1 | 24.9 | 58000 | 15300 | 38 |
| met3 | 11.2 | 20700 | 231 | 13 |
| met4 | 4.07 | 3890 | 10 | 2.5 |
==> cell families after synthesis <==
group	after synthesis	synth area share [%]
compound gates	576	8.04
buf+inv	253	3.21
flops	1024	63.0
mux	1024	21.0
simple gates	509	4.71
Power and IR drop assume default switching activity.
